$ cat config.mk
export PLATFORM = sky130hd
export DESIGN_NAME = timer
export DESIGN_NICKNAME = timer
export VERILOG_FILES = /design/flow/design.v
export SDC_FILE = /design/flow/constraint.sdc
export NUM_CORES = 4
export LEC_CHECK = 1
export CORE_AREA = 10 10 70 70
export DIE_AREA = 0 0 80 80
$ cat constraint.sdc
current_design timer

set clk_period 1.8
set clk_io_pct 0.2

create_clock -name clk0 -period $clk_period [get_ports {clk}]

set non_clock_inputs [all_inputs -no_clocks]
set_input_delay [expr $clk_period * $clk_io_pct] -clock clk0 $non_clock_inputs
set_output_delay [expr $clk_period * $clk_io_pct] -clock clk0 [all_outputs]
$ cat design.v
module flex_counter#(parameter NUM_CNT_BITS = 4)(input wire clk, input wire n_rst, input wire clear, input wire count_enable, input wire [NUM_CNT_BITS-1:0]rollover_val, output reg [NUM_CNT_BITS-1:0]count_out, output reg rollover_flag);
    reg [NUM_CNT_BITS-1:0] thatSweetRollover;
    always @ (posedge clk, negedge n_rst) begin
        if (n_rst == 1'b0) begin  
	   count_out <= 1'b0;
           rollover_flag <= 1'b0;
        end else begin
            if (clear == 1'b1) begin  
                count_out <= 1'b0;
            end else begin
                if (count_enable == 1'b1) begin  
                    if (count_out == thatSweetRollover) begin  
                        count_out <= 1'b0;
                        rollover_flag <= 1'b0;
                    end else begin
                        if ((count_out + 1) == thatSweetRollover) begin  
                            rollover_flag <= 1'b1;
                        end else begin
                            rollover_flag <= 1'b0;
                        end
                        count_out <= count_out + 1;
                    end
                end else begin
                    count_out <= count_out;  
                end
            end
        end
    end
    assign thatSweetRollover = rollover_val;
endmodule
`timescale 1ns / 100ps
module timer(input wire clk, input wire n_rst, input wire enable_timer, output reg shift_strobe, output reg packet_done);
reg [3:0] rollover_val_ten;
reg [3:0] count_out_ten;
reg [3:0] rollover_val_nine;
reg [3:0] count_out_nine;
reg clear;
assign rollover_val_ten = 4'b1010;
assign rollover_val_nine = 4'b1001;
flex_counter #(4) CNT10 (.clk(clk), .n_rst(n_rst), .clear(packet_done), .count_enable(enable_timer), .rollover_val(rollover_val_ten), .count_out(count_out_ten), .rollover_flag(shift_strobe));
flex_counter #(4) CNT9 (.clk(clk), .n_rst(n_rst), .clear(packet_done), .count_enable(shift_strobe), .rollover_val(rollover_val_nine), .count_out(count_out_nine), .rollover_flag(packet_done));
endmodule
$ cat run.sh
#!/bin/bash
# OpenROAD 26Q1-2900-gdf79404cd8, Yosys 0.63+post, stock flow scripts
make -C /OpenROAD-flow-scripts/flow DESIGN_CONFIG=/design/flow/config.mk WORK_HOME=/design/flow/orfs finish
==> flow_summary.html <==
<!-- implementation run metrics -->
<table>
<tr><th>Metric</th><th>Value</th></tr>
<tr><th colspan="2">Yosys</th></tr>
<tr><td>Share of the synthesized area in the top cell type</td><td>40.9%</td></tr>
<tr><td>Number of unique standard cell types used by synthesis</td><td>26</td></tr>
<tr><td>Fraction of the yosys area taken by sequential cells</td><td>40.9%</td></tr>
<tr><td>Synth Warn #</td><td>4</td></tr>
<tr><td>Post-synth mux share</td><td>0%</td></tr>
<tr><td>Flops out of synthesis</td><td>10</td></tr>
<tr><td>Post-synthesis simple-gate area fraction</td><td>16.8%</td></tr>
<tr><td>Library cell with the largest summed area after synthesis</td><td>dfrtp_1</td></tr>
<tr><td>Post-synthesis average cell area</td><td>9.71 sq um</td></tr>
<tr><td>Commonest flop</td><td>dfrtp_1</td></tr>
<tr><td>Logic family by area</td><td>AND-OR/OR-AND gates</td></tr>
<tr><td>Number of synthesized flops with an enable pin</td><td>0</td></tr>
<tr><td>Ys async rst share</td><td>100%</td></tr>
<tr><td>Yosys xor share</td><td>4.29%</td></tr>
<tr><td>Post-synthesis adder-cell area fraction</td><td>12.3%</td></tr>
<tr><td>Ranking of synthesized cells by area</td><td>dfrtp_1 41%, ha_1 12%, nand2_1 5.5%</td></tr>
<tr><td>Cell count after synthesis</td><td>63</td></tr>
<tr><td>Synth Area in Compound Gates</td><td>19.4%</td></tr>
<tr><td>Post-synth area from yosys stat</td><td>612 sq um</td></tr>
<tr><td>Post-synthesis instance area</td><td>612 sq um</td></tr>
<tr><td>Yosys cell count</td><td>63</td></tr>
<tr><td>Ranking of synthesized cells by instance count</td><td>10 x dfrtp_1, 9 x nand2_1, 6 x ha_1, 6 x inv_1, 5 x o21ai_0</td></tr>
<tr><td>Top-count cell post-synth</td><td>dfrtp_1</td></tr>
<tr><th colspan="2">Route</th></tr>
<tr><td>Final routed DRC violation total</td><td>0</td></tr>
<tr><td>Total wire length</td><td>991 um</td></tr>
<tr><td>Remaining antenna violation count after routing</td><td>0</td></tr>
<tr><td>Number of diodes</td><td>0</td></tr>
<tr><td>Starting DRC count in detailed routing</td><td>26</td></tr>
<tr><td>WL/cell</td><td>8.54 um</td></tr>
<tr><td>Router iterations before antenna repair</td><td>2</td></tr>
<tr><td>Number of vias per cell</td><td>3.78</td></tr>
<tr><td>Total number of vias</td><td>438</td></tr>
<tr><th colspan="2">STA</th></tr>
<tr><td>Transition time of the tightest slew-check pin</td><td>0.433 ns</td></tr>
<tr><td>Setup TNS after final layout</td><td>0 ns</td></tr>
<tr><td>Number of max-slew violations in the final report</td><td>0</td></tr>
<tr><td>Worst clock skew on the final layout</td><td>0.000431 ns</td></tr>
<tr><td>Hold_ws</td><td>0.406 ns</td></tr>
<tr><td>Highest achievable clock rate</td><td>604 MHz</td></tr>
<tr><td>Max-Slew Margin vs Limit</td><td>71.0%</td></tr>
<tr><td>Final count of negative-setup-slack endpoints</td><td>0</td></tr>
<tr><td>Slack of the critical path</td><td>0.145 ns</td></tr>
<tr><td>Final Hold Vio Count</td><td>0</td></tr>
<tr><td>Unrepaired setup endpoints after global routing</td><td>false</td></tr>
<tr><td>Final min period</td><td>1.65 ns</td></tr>
<tr><td>Share of the clock period used by the worst path</td><td>91.9%</td></tr>
<tr><th colspan="2">Finish</th></tr>
<tr><td>Seq. cell area</td><td>250 sq um</td></tr>
<tr><td>Proportion of layout cells with a drive suffix above 1</td><td>15.7%</td></tr>
<tr><td>Post-route insts no fill</td><td>116</td></tr>
<tr><td>Area occupied by multi-input gates</td><td>323 sq um</td></tr>
<tr><td>Post-synthesis to final-layout area growth</td><td>20.4%</td></tr>
<tr><td>Filler cell count</td><td>360</td></tr>
<tr><td>End-of-flow core utilization</td><td>21.6%</td></tr>
<tr><td>Final design instance area without fill</td><td>737 sq um</td></tr>
<tr><th colspan="2">Pwr</th></tr>
<tr><td>Power Dens Cells</td><td>1240 nW/um^2</td></tr>
<tr><td>Max rail drop VDD</td><td>224 uV</td></tr>
<tr><td>Post-route total power</td><td>0.917 mW</td></tr>
<tr><td>Cell leakage power</td><td>0.318 nW</td></tr>
<tr><th colspan="2">CTS</th></tr>
<tr><td>Post-CTS resize count</td><td>0</td></tr>
<tr><td>TritonCTS clock tree</td><td>yes</td></tr>
<tr><td>Inserted Clock Buffers</td><td>3</td></tr>
<tr><td>Clock root buffer</td><td>clkbuf_4</td></tr>
<tr><td>Clock sink total</td><td>10</td></tr>
<tr><td>Clock transition at the registers of the reported paths</td><td>0.06 ns</td></tr>
<tr><td>Number of buffers inserted by post-CTS setup repair</td><td>0</td></tr>
<tr><td>Deepest level of the CTS H-tree</td><td>1</td></tr>
<tr><td>Hold bufs inserted after CTS</td><td>0</td></tr>
<tr><td>Insertion delay of the later-clocked pin in the worst-skew pair</td><td>0.26 ns</td></tr>
<tr><td>Maximum clock insertion buffer count</td><td>2</td></tr>
<tr><th colspan="2">Global route</th></tr>
<tr><td>GR Util met2</td><td>4.25%</td></tr>
<tr><td>Via count of the first global-routing pass</td><td>383</td></tr>
<tr><td>Most congested layer reported by global routing</td><td>met2</td></tr>
<tr><td>Largest net degree at the start of global routing</td><td>11</td></tr>
<tr><td>Wire length of the first global-routing pass</td><td>1680 um</td></tr>
<tr><td>Met3 GRT Util</td><td>2.27%</td></tr>
<tr><td>Number of antenna violations at the first check in global routing</td><td>0</td></tr>
<tr><td>Overall fraction of global-route tracks in use</td><td>3.20%</td></tr>
<tr><td>Overflow left after global routing</td><td>0</td></tr>
<tr><td>Met1 capacity usage during global routing</td><td>4.23%</td></tr>
<tr><th colspan="2">Flow run</th></tr>
<tr><td>Max-capacitance violation count</td><td>0</td></tr>
<tr><td>Count of tool warnings</td><td>29</td></tr>
<tr><th colspan="2">Floorplan</th></tr>
<tr><td>Number of ports placed on the die boundary</td><td>5</td></tr>
<tr><td>Starting density of the core</td><td>17.9%</td></tr>
<tr><td>Die width</td><td>80 um</td></tr>
<tr><td>Row Count</td><td>21</td></tr>
<tr><td>CORE AREA</td><td>3420 sq um</td></tr>
<tr><td>Area of the die</td><td>6400 sq um</td></tr>
<tr><td>Die height</td><td>80 um</td></tr>
<tr><th colspan="2">Critical path</th></tr>
<tr><td>Worst Path Arrival</td><td>1.29 ns</td></tr>
<tr><td>CP Launch Type</td><td>flop</td></tr>
<tr><td>Worst setup slack for register-to-register paths</td><td>0.46 ns</td></tr>
<tr><td>Critical Path RT</td><td>1.44 ns</td></tr>
<tr><td>CP bufs+invs</td><td>1</td></tr>
<tr><td>Crit path largest cell delay</td><td>0.52 ns</td></tr>
<tr><td>Cell at the slowest stage of the critical path</td><td>clkdlybuf4s50_1</td></tr>
<tr><td>CP endpoint kind</td><td>output pin</td></tr>
<tr><td>List of cells traversed by the critical path</td><td>clkdlybuf4s50_1</td></tr>
<tr><td>Largest fanout of any net on the critical path</td><td>8</td></tr>
<tr><td>Top delay family on crit path</td><td>buffers and inverters</td></tr>
<tr><td>Critical path class</td><td>reg -&gt; out</td></tr>
<tr><th colspan="2">Worst hold path</th></tr>
<tr><td>Classification of the worst-slack hold path</td><td>in -&gt; async</td></tr>
<tr><th colspan="2">Placed design</th></tr>
<tr><td>Number of placed cells counting well taps</td><td>112</td></tr>
<tr><td>Pre-CTS setup slack</td><td>0.327 ns</td></tr>
<tr><td>Placed Instance Area</td><td>701 sq um</td></tr>
<tr><td>Total of buffers placed on input and output ports</td><td>4</td></tr>
<tr><td>Final estimated routing congestion in global placement</td><td>0.837</td></tr>
<tr><th colspan="2">Outcome</th></tr>
<tr><td>Run status</td><td>finished, final reports clean</td></tr>
</table>
==> layout by cell type, fill, tap and decap left out, drive strengths merged <==
cell type and count:
a21oi 3, a311oi 1, a41o 1, a41oi 1
and3b 1, buf 1, clkbuf 4, clkdlybuf4s50 4
dfrtp 10, ha 6, inv 6, nand2 10
nand2b 1, nand3 2, nor2 4, nor2b 1
o211ai 1, o21ai 7, o2bb2ai 1, o32ai 1
or3b 1, xnor2 2, xor2 1
==> kinds of logic (layout without fill, tap and decap cells) <==
group,Yosys count,after routing
compound gates,16,16
buf+inv,8,15
xor+xnor,3,3
fa+ha+maj,6,6
simple gates,20,20
flops,10,10
==> flip-flops by register name, summed over array words and instances, names as in the netlist <==
name	flops
CNT10.rollover_flag	1
CNT9.count_out	4
CNT9.rollover_flag	1
CNT10.count_out	4
==> path summary, 6_finish.rpt <==
path,startpoint,endpoint,depth (start not counted)
setup / recovery,CNT10.rollover_flag$_DFFE_PN0P_,shift_strobe,1
hold / removal,n_rst,CNT10.count_out[2]$_DFFE_PN0P_,1
setup reg to reg,CNT9.count_out[0]$_DFFE_PN0P_,CNT9.count_out[2]$_DFFE_PN0P_,4
hold reg to reg,CNT10.count_out[3]$_DFFE_PN0P_,CNT10.count_out[3]$_DFFE_PN0P_,2
max in group asynchronous,n_rst,CNT10.count_out[1]$_DFFE_PN0P_,1
min in group clk0,CNT10.count_out[3]$_DFFE_PN0P_,CNT10.count_out[3]$_DFFE_PN0P_,2
==> layout make-up <==
class                   count  area share (%)
well taps                  46            7.81
flip-flops and latches     10            34.0
clock buffers               4            4.92
inverters                   6            3.06
repair buffers              5            6.45
multi-input cells          45            43.8
==> layer usage <==
metal	wire length [um]	up-vias
li1	-	233
met1	499	194
met2	383	9
met3	98	2
met4	10	0
met5	0	-
==> power by group <==
group	switching (mW)	total [mW]	internal (mW)
clock network	0.0729	0.196	0.123
logic	0.155	0.307	0.152
registers	0.112	0.415	0.303
No activity file was given, so power comes from the tool's default toggle rates.
