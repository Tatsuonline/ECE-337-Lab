==> ./design.v <==
module useful_event
(
	input wire clk,
	input wire nrst,
	input wire useful_event_enable,
	input wire [19:0] baseline_value,
	input wire [19:0] current_maximum_value,
	output wire useful_event_out
);
reg [19:0] baseline, curr_max;
reg useful;
always @ (posedge clk, negedge nrst) begin
	if (nrst == 1'b0) begin
		baseline = 20'b00000000000000000000;
		curr_max = 20'b00000000000000000000;
		useful = 1'b0;
	end else if (useful_event_enable == 1'b1) begin
		if (baseline <= curr_max) begin
			baseline = baseline_value;
			curr_max = current_maximum_value;
			useful = 1'b0;
		end else begin
			baseline = baseline_value;
			curr_max = current_maximum_value;
			useful = 1'b1;
		end
	end else begin
		baseline = baseline_value;
		curr_max = current_maximum_value;
	end
end
assign useful_event_out = useful;
endmodule
==> ./run.sh <==
#!/bin/bash
# OpenROAD 26Q1-2900-gdf79404cd8, Yosys 0.63+post, stock flow scripts
make -C /OpenROAD-flow-scripts/flow DESIGN_CONFIG=/design/flow/config.mk WORK_HOME=/design/flow/orfs finish
==> ./config.mk <==
export PLATFORM = sky130hd
export DESIGN_NAME = useful_event
export DESIGN_NICKNAME = useful_event
export VERILOG_FILES = /design/flow/design.v
export SDC_FILE = /design/flow/constraint.sdc
export NUM_CORES = 4
export LEC_CHECK = 1
export CORE_UTILIZATION = 40
==> ./constraint.sdc <==
current_design useful_event

set clk_period 1.8
set clk_io_pct 0.2

create_clock -name clk0 -period $clk_period [get_ports {clk}]

set non_clock_inputs [all_inputs -no_clocks]
set_input_delay [expr $clk_period * $clk_io_pct] -clock clk0 $non_clock_inputs
set_output_delay [expr $clk_period * $clk_io_pct] -clock clk0 [all_outputs]
==> run notes <==
Implementation numbers.

- The clock-pin slew on the worst setup and hold paths is 70 ps.
- In this run the worst path has a maximum fanout of 3.
- The critical path data required time is 1980 ps.
- Per the OpenROAD timing report, the critical path contains 6 cells.
- The run finished with clean final reports.
- For this design the ratio of total power to cell area is 876 mW/mm².
- The share of Yosys cell area claimed by the top area cell type is 65.5%.
- Recorded from the global router log, the overflow total was 0.
- The number of H-tree levels is 2.
- The post-route netlist has 12.4% of its cells at a drive strength greater than 1.
- The start-to-end type of the worst setup path is flip-flop to flip-flop.
- Summed over all routing layers, the global router reports a total usage of 13.1%.
- Per the run report, area growth between synthesis and finish was 43.2%.
- The worst reg2reg path depth is 6.
- The number of clock sinks is 41.
- The leakage power is 0.00107 µW.
- The vertical die dimension reported for this design is 64.6 µm.
- The worst-case clock buffer depth is 2.
- After detailed routing, the average wire length per cell comes to 11.2 µm.
- The final layout report lists a filler cell count of 282.
- The clock tree skew after final layout is 3.17 ps.
- At the later pin of the worst-skew pair, clock insertion delay measures 290 ps.
- The routed design ends up with an antenna cell count of 0.
- Looking at the clock tree report, the root buffer type is clkbuf_8.
- Per STA, the highest per-stage delay on the worst path measures 400 ps.
- The transition time of the tightest slew-check pin is 473 ps.
- Per STA, the worst path is made up of ha_4 > nand4_1 > nor4_4 > nor3b_4 > nor3b_2 > a211oi_2.
- The hold violation total from the final report is 0.
- Max-cap violations in this run came to 0.
- The count of buffers added on input and output ports is 43.
- After the flow finishes, the layout carries non-filler instances totaling 217.
- Note that the worst hold path type here is primary input to asynchronous set/reset pin.
- The share of the cycle needed by the critical path after routing is 94.4%.
- Summed over all instances, the cell type with the most area after synthesis is dfrtp_1.
- For this configuration, the core starts out at a cell density of 42.2%.
- The worst setup path is launched from a flip-flop.
- The total placed cells including tap cells is 208.
- The timing report shows that the slowest cell on the worst path is dfrtp_1.
- The CTS report gives the tree buffer count as 5.
- Summing the sequential cell areas from Yosys gives 65.5% of the chip area.
- The global-route wire length before repair is 4080 µm.
- The minimum clock period after layout is 1700 ps.
- The clock tree from TritonCTS is done.
- The number of buffer and inverter stages on the critical path is 0.
- Counting the warning lines in the Yosys log gives 1.
- The arrival time at the worst endpoint is 1880 ps.
- The number of different library cells used by synthesis comes to 16.
- In the final report, the number of endpoints failing setup comes to 0.
- The via count of the first global-routing pass is 969.
- Final hold analysis gives a worst-case slack of 20.1 ps.
- The per-cell via count in the routed design is 4.40.
- The final weighted congestion recorded by global placement is 0.754.
- Once detailed placement completed, the half-perimeter wirelength came to 1800 µm.
- The area of the core is 0.00372 mm².
- The number of remaining DRC errors is 0.
- Yosys reported a register bit count of 41.
- The post-synthesis area per instance is 13.5 µm².
- The violation count after the first detailed-routing iteration is 13.
- The synthesis report lists the most area-consuming cells as dfrtp_1 (65%), ha_1 (16%), inv_1 (5.0%).
- The floorplan has 22 rows.
- The total length of routed wires is 2440 µm.
- Summing every instance area after synthesis gives 0.00157 mm².
- The number of antenna violations at the first check in global routing is 0.
- Before antenna repair, the detailed router went through 2 iterations.
- The sum of negative setup slack is 0 ps.
- The total tool warning count is 25.
- The number of buffers inserted by hold repair at cts is 0.
- The synthesized netlist has a Yosys-reported chip area of 0.00157 mm².
- The I/O pin total is 44.
- The routed via count is 955.
- Per the post-route antenna check, the number of violating nets is 0.
- The total chip power is 1960 µW.
- Per the final report, max-transition violations number 0.
- The headroom to the max-slew limit is 68.5%.
- The gate count of the mapped netlist is 116.
- The overall chip area is 0.00417 mm².
- The die width is 64.6 µm.
- STA classifies the critical path endpoint as a flip-flop.
- Entering global routing, the biggest net connects 23 pins.
- The cell family with the largest share of critical-path delay is simple AND/OR/NAND/NOR gates.
- After synthesis, the design contains 116 cells according to Yosys.
- Once layout is complete, the utilization of the core stands at 60.4%.
- Per the timing report, the achievable frequency comes out to 0.589 GHz.
- The maximum ir drop on the vdd rail is 0.000488 V.
==> cells by family (layout without fill, tap and decap cells) <==
group / after synthesis / after routing / synth area share, %
flops: 41 / 41 / 65.5
buf+inv: 21 / 74 / 5.03
fa+ha+maj: 20 / 20 / 16.0
simple gates: 18 / 18 / 7.27
compound gates: 16 / 16 / 6.23
==> synthesized netlist by cell type <==
library cell	number
dfrtp_1	41
inv_1	21
ha_1	20
a21oi_1	10
nand2_1	7
nand3_1	3
o21ai_0	3
nand2b_1	2
nor3b_2	2
a211oi_2	1
a21o_2	1
a221o_2	1
nand4_1	1
nand4_2	1
nor2_1	1
nor4_2	1
==> cell type report <==
cell class,instances,area (µm²),share of cell area [%]
sequential,41,1030,45.7
multi-input combinational,54,505,22.5
timing repair buffer,45,453,20.2
clock buffer,6,82.6,3.68
inverter,21,78.8,3.51
tap,48,60.1,2.68
clock inverter,2,37.5,1.67
==> registers in the layout (all words and copies together), names as in the netlist <==
| name | cells |
|---|---|
| baseline | 20 |
| useful | 1 |
| curr_max | 20 |
==> worst reg2reg max path, stage by stage, from the launching register on <==
cell and delay [ps]:
dfrtp_1 400, ha_4 280, nand4_1 150, nor4_4 270, nor3b_4 240, nor3b_2 210, a211oi_2 40
==> power by group <==
part / internal, µW / switching [µW] / total (µW)
Combinational: 138 / 94.2 / 233
Sequential: 969 / 15.7 / 984
Clock: 450 / 297 / 748
==> placed cells by master (no fill, tap or decap) <==
master,n
a211oi_2,1
nor3b_2,1
o21ai_0,3
clkinvlp_4,1
nand4_2,1
a21oi_2,1
nor3b_4,1
ha_4,2
nor2_1,1
buf_2,1
a21o_2,1
nand3_1,3
ha_1,18
nand2b_1,2
nand4_1,1
nor4_4,1
buf_12,1
a21oi_1,9
a221o_2,1
buf_4,1
inv_1,21
dfrtp_1,41
clkdlybuf4s50_1,42
clkbuf_8,6
nand2_1,7
bufinv_16,1
==> routing by layer <==
metal	up-vias	global-route usage [%]	wire (µm)
met2	30	19.6	1100
met1	436	19.9	1130
met5	-	0	0
li1	481	-	-
met3	8	3.21	149
met4	0	3.06	57
==> path summary, 6_finish.rpt <==
| check | end | slack, ps | startpoint |
|---|---|---|---|
| max | useful$_DFFE_PN0P_ | 100 | baseline[14]$_DFF_PN0_ |
| min | curr_max[15]$_DFF_PN0_ | 20 | nrst |
| max reg2reg | useful$_DFFE_PN0P_ | 100 | baseline[14]$_DFF_PN0_ |
| min reg2reg | useful$_DFFE_PN0P_ | 610 | useful$_DFFE_PN0P_ |
| max in group asynchronous | baseline[12]$_DFF_PN0_ | 1320 | nrst |
| min in group clk0 | curr_max[4]$_DFF_PN0_ | 500 | current_maximum_value[4] |
==> through the flow <==
| stage | setup WS, ps | cell area (µm²) |
|---|---|---|
| 2_1_floorplan | 236 | 1570 |
| 3_3_place_gp | 166 | 2070 |
| 3_5_place_dp | 137 | 2070 |
| 4_1_cts | 125 | 2190 |
| 5_1_grt | -5.97 | 2240 |
| 6_report | 101 | 2240 |
==> repair_timing <==
item / in CTS / in global routing
setup endpoints to repair: 0 / 1
setup buffers: 0 / 1
resized: 0 / 5
Power figures rest on the tool's default switching activity, not on a simulated workload.
